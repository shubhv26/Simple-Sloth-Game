==> design.v <==
module My_game(input logic clk,rst,SW1,SW2,SW3,
					 output logic LEDR,LEDR2,LEDR3,LEDR4,LEDR5,LEDR6,LEDR7,LEDR8,LEDR9,LEDR10,
					 output logic HEX00,HEX01,HEX02,HEX03,HEX04,HEX05,HEX06,HEX07,
					 output logic HEX10,HEX11,HEX12,HEX13,HEX14,HEX15,HEX16,HEX17,
					 output logic HEX20,HEX21,HEX22,HEX23,HEX24,HEX25,HEX26,HEX27);
reg [4:0]dig1,dig2,dig3;
reg [7:0]count1,count2,count3;
reg [26:0] counter1,counter2,counter3;  
assign LEDR=rst;  
assign LEDR2=SW1;  
assign LEDR3=SW2;  
assign LEDR4=SW3;  
assign LEDR6=0;  
assign LEDR7=0;
assign LEDR8=0;
assign LEDR9=0;
assign LEDR10=0;
always_ff@(posedge clk)
begin
	if(!rst)
	begin
		counter1<=0;
		dig1<=0;
	end
	else if(counter1==500000)
	begin
		counter1<=0;
		if(dig1<15)
		begin
			if(SW1==0)	
				dig1<=dig1+1;
			else
				dig1<=dig1+0;
		end				
		else
			dig1<=0;
	end
   else
		counter1<=counter1+1;
end
always_ff@(posedge clk)
begin
	if(!rst)
	begin
		counter2<=0;
		dig2<=0;
	end
	else if(counter2==500000)
	begin
		counter2<=0;
		if(dig2<15)
		begin
			if(SW2==0)	
				dig2<=dig2+1;
			else
				dig2<=dig2+0;
		end
		else
			dig2<=0;
	end
   else
		counter2<=counter2+1;
end
always_ff@(posedge clk)
begin
	if(!rst)
	begin
		counter3<=0;
		dig3<=0;
	end
	else if(counter3==500000)
	begin 
		counter3<=0;
		if(dig3<15)
		begin
			if(SW3==0)	
				dig3<=dig3+1;
			else
				dig3<=dig3+0;
		end
		else
			dig3<=0;
	end
   else
		counter3<=counter3+1;
end
always@(*)  
begin
	if(SW1==1 && SW2==1 && SW3==1)
	begin
		if(dig1==dig2 && dig2==dig3)
			LEDR5<=1;
		else
			LEDR5<=0;
	end
	else
		LEDR5<=0;
end
always@(*)
begin
case(dig1)  
4'b0000 :  count1 = 8'b00000010;  
4'b0001 :  count1 = 8'b10011110;  
4'b0010 :  count1 = 8'b00100100;  
4'b0011 :  count1 = 8'b00001100;  
4'b0100 :  count1 = 8'b10011000;  
4'b0101 :  count1 = 8'b01001000;  
4'b0110 :  count1 = 8'b01000000;  
4'b0111 :  count1 = 8'b00011110;  
4'b1000 :  count1 = 8'b00000000;  
4'b1001 :  count1 = 8'b00001000;  
4'b1010 :  count1 = 8'b00010000;  
4'b1011 :  count1 = 8'b11000000;  
4'b1100 :  count1 = 8'b01100010;  
4'b1101 :  count1 = 8'b10000100;  
4'b1110 :  count1 = 8'b01100000;  
4'b1111 :  count1 = 8'b01110000;  
endcase
case(dig2)  
4'b0000 :  count2 = 8'b00000010;  
4'b0001 :  count2 = 8'b10011110;  
4'b0010 :  count2 = 8'b00100100;  
4'b0011 :  count2 = 8'b00001100;  
4'b0100 :  count2 = 8'b10011000;  
4'b0101 :  count2 = 8'b01001000;  
4'b0110 :  count2 = 8'b01000000;  
4'b0111 :  count2 = 8'b00011110;  
4'b1000 :  count2 = 8'b00000000;  
4'b1001 :  count2 = 8'b00001000;  
4'b1010 :  count2 = 8'b00010000;  
4'b1011 :  count2 = 8'b11000000;  
4'b1100 :  count2 = 8'b01100010;  
4'b1101 :  count2 = 8'b10000100;  
4'b1110 :  count2 = 8'b01100000;  
4'b1111 :  count2 = 8'b01110000;  
endcase
case(dig3)  
4'b0000 :  count3 = 8'b00000010;  
4'b0001 :  count3 = 8'b10011110;  
4'b0010 :  count3 = 8'b00100100;  
4'b0011 :  count3 = 8'b00001100;  
4'b0100 :  count3 = 8'b10011000;  
4'b0101 :  count3 = 8'b01001000;  
4'b0110 :  count3 = 8'b01000000;  
4'b0111 :  count3 = 8'b00011110;  
4'b1000 :  count3 = 8'b00000000;  
4'b1001 :  count3 = 8'b00001000;  
4'b1010 :  count3 = 8'b00010000;  
4'b1011 :  count3 = 8'b11000000;  
4'b1100 :  count3 = 8'b01100010;  
4'b1101 :  count3 = 8'b10000100;  
4'b1110 :  count3 = 8'b01100000;  
4'b1111 :  count3 = 8'b01110000;  
endcase
end
assign HEX00 = count1[7];                
assign HEX01 = count1[6]; 
assign HEX02 = count1[5]; 
assign HEX03 = count1[4];
assign HEX04 = count1[3];
assign HEX05 = count1[2];
assign HEX06 = count1[1];
assign HEX07 = count1[0];
assign HEX10 = count2[7];                
assign HEX11 = count2[6]; 
assign HEX12 = count2[5]; 
assign HEX13 = count2[4];
assign HEX14 = count2[3];
assign HEX15 = count2[2];
assign HEX16 = count2[1];
assign HEX17 = count2[0];
assign HEX20 = count3[7];                
assign HEX21 = count3[6]; 
assign HEX22 = count3[5]; 
assign HEX23 = count3[4];
assign HEX24 = count3[3];
assign HEX25 = count3[2];
assign HEX26 = count3[1];
assign HEX27 = count3[0];
endmodule	
==> run.sh <==
#!/bin/bash
# OpenROAD 26Q1-2900-gdf79404cd8, Yosys 0.63+post, stock flow scripts
make -C /OpenROAD-flow-scripts/flow DESIGN_CONFIG=/design/flow/config.mk WORK_HOME=/design/flow/orfs finish
==> config.mk <==
export PLATFORM = sky130hd
export DESIGN_NAME = My_game
export DESIGN_NICKNAME = My_game
export VERILOG_FILES = /design/flow/design.v
export SDC_FILE = /design/flow/constraint.sdc
export NUM_CORES = 4
export LEC_CHECK = 1
export CORE_UTILIZATION = 30
==> constraint.sdc <==
current_design My_game

set clk_period 3.3
set clk_io_pct 0.2

create_clock -name clk0 -period $clk_period [get_ports {clk}]

set non_clock_inputs [all_inputs -no_clocks]
set_input_delay [expr $clk_period * $clk_io_pct] -clock clk0 $non_clock_inputs
set_output_delay [expr $clk_period * $clk_io_pct] -clock clk0 [all_outputs]
==> flow.log <==
[flow] summary of implementation run
[metrics] Placement Setup Slack: 0.3670 ns
[metrics] drt wl/cell: about 13 um
[metrics] largest net degree at the start of global routing: 27
[metrics] count of instantiated cells in the yosys netlist: 746
[metrics] Seq cells post-synth: 117
[metrics] final wirelength: 13460 um
[metrics] critical path data required time: around 2.6 ns
[metrics] quantity of gates resized following cts: 0
[metrics] post-layout minimum cycle time: 2.911 ns
[metrics] Maximum Capacitance Violations: 0
[metrics] count of unique library cells instantiated by Yosys: 66
[metrics] cells taking the most area after synthesis: sky130_fd_sc_hd__dfxtp_1 (32%), sky130_fd_sc_hd__dlxtn_1 (5.2%), sky130_fd_sc_hd__a21oi_1 (4.7%), sky130_fd_sc_hd__ha_1 (4.3%), sky130_fd_sc_hd__nor2_1 (4.2%)
[metrics] Total Power Consumption: ~2.2 mW
[metrics] Overall Global Routing Usage: 13.44%
[metrics] OpenROAD warnings: 37
[metrics] area of the die: 20730 um^2
[metrics] first-pass GRT wire length: 22470 um
[metrics] synthesized area per cell: 8.108 um^2
[metrics] areal power density over the cells: 329.1 nW/um^2
[metrics] # IOs: 39
[metrics] capture instance of the worst register-to-register path: counter2[26]
[metrics] vias after detailed routing: 5243
[metrics] effective utilization at floorplan: 30.87%
[metrics] Leakage Power: roughly 2.2 nW
[metrics] cell count of the worst hold path: 1
[metrics] Row Count: 51
[metrics] WL met3: 466 um
[metrics] met1 routed wirelength after detailed routing: between 6000 and 7000 um
[metrics] via count of the first global-routing pass: 4628
[metrics] number of buffer cells added on primary ports: 30
[metrics] switching power as a share of total power: about a quarter
[metrics] slew at the pin with the worst max-slew slack: 0.6917 ns
[metrics] unrepaired setup endpoints after global routing: false
[metrics] Dominant flop cell: sky130_fd_sc_hd__dfxtp_1
[metrics] post-synthesis async set-or-reset flop share: 0%
[metrics] post-synthesis cell count: 746
[metrics] final worst-path setup slack: about 0.39 ns
[metrics] crit share post-route: 88.21%
[metrics] most common logic cell in the routed design: sky130_fd_sc_hd__dfxtp_1
[metrics] final number of max-transition violations: 0
[metrics] Hold Path Origin: counter1[0]
[metrics] combinational cell fraction of total power: 3.2%
[metrics] worst-case reg-to-reg path depth: 4
[metrics] clock skew: 0.006942 ns
[metrics] worst IR drop on VDD: approximately 0.22 mV
[metrics] Hold Crit Class: reg -> reg
[metrics] Core Area: roughly 20000 um^2
[metrics] number of synthesis warnings: 1
[metrics] Yosys chip area: 6048 um^2
[metrics] Top cells excl fill/tap: sky130_fd_sc_hd__dfxtp_1 (96), sky130_fd_sc_hd__nor2_1 (68), sky130_fd_sc_hd__a21oi_1 (57)
[metrics] Area after DPL: about 6500 um^2
[metrics] critical path launch point type: input pin
[metrics] DP HPWL: 9183 um
[metrics] setup violation total in the final timing report: 0
[metrics] clock share of power: 44.1%
[metrics] vias per cell: 5.130
[metrics] r2r setup slk: 1.03 ns
[metrics] switching power: 0.5237 mW
[metrics] Slew Limit Headroom: a little over half
[metrics] initial DRC count: 293
[metrics] maximum buffer depth of the clock tree: 2
[metrics] share of the synthesized area in the top cell type: 31.77%
[metrics] uppermost layer routed: met4
[metrics] clock-pin slew reported for the worst setup and hold paths after clock tree synthesis: 0.07 ns
[metrics] CTS Hold Bufs: 0
[metrics] Cell Int Power: approximately 1.7 mW
[metrics] run status: complete, no violations
[metrics] sort of element at the end of the critical path: output pin
[metrics] detailed-routing iteration count for the pre-antenna-repair pass: 5
[metrics] RR Startpoint: counter2[2]
[metrics] relative contribution of sequential cells to total power: between 50% and 60%
[metrics] TritonCTS clock tree: built
[metrics] final hold violation count: 0
[metrics] buffer cell driving the clock tree root: sky130_fd_sc_hd__clkbuf_16
[metrics] sum of overflow across all layers after global routing: 0
[metrics] cell type contributing the most total cell area after synthesis: sky130_fd_sc_hd__dfxtp_1
[metrics] Post-Synthesis Cell Area: a little over 6000 um^2
[metrics] later-pin clock latency in the skew report: 0.35 ns
[metrics] endpoints left unconstrained: 42
[metrics] number of buffers inserted to repair setup after CTS: 0
[metrics] RePlAce Congestion: 0.8540
[metrics] Hold Crit Endpoint: counter1[0]
[metrics] share of post-route cells with drive strength above 1: under 10%
[metrics] n_diodes: 0
[metrics] initial antenna violation count: 0
[metrics] CP arrival: 2.25 ns
[metrics] cell area after layout: 6795 um^2
[metrics] final setup TNS: 0 ns
[metrics] maximum fanout along the worst path: 5
[metrics] Routed Antenna Nets: 0
[metrics] WL met2: 6030 um
[metrics] critical setup path kind: in -> out
[metrics] CTS buffer count: 9
[metrics] die y size: 144.0 um
[metrics] register pins left without a clock: 21
[metrics] Max Clock Freq: around 340 MHz
[metrics] final core utilization: 34.69%
[metrics] count of flip-flops with a built-in enable after synthesis: 0
[metrics] Die Span X: 144.0 um
[metrics] Max H-tree Level: 3
[metrics] Layout area overhead: 12.35%
[metrics] DRC Markers: 0
## power by group through the flow
stage                 Clock, mW  Combinational [mW]  Sequential [mW]
final                     0.987              0.0706             1.18
after global routing       1.07              0.0811             1.18
after CTS                  1.03              0.0723             1.18
## logic make-up (layout without fill, tap and decap cells)
logic type / count (synthesis) / in the layout / share of synthesized area [%]
AND/OR/NAND/NOR: 327 / 327 / 29.73
AND-OR/OR-AND: 154 / 154 / 15.95
flip-flops: 96 / 96 / 31.77
buffers and inverters: 78 / 82 / 5.772
XOR/XNOR: 40 / 40 / 5.792
adder cells (fa/ha/maj): 21 / 21 / 4.344
latches: 21 / 21 / 5.213
multiplexers: 8 / 8 / 1.365
other: 1 / 8 / 0.06200
## registers in the layout, indices dropped and copies added (netlist names)
register  count
count1        7
dig2          5
dig3          5
count2        7
counter3     27
dig1          5
counter2     27
counter1     27
count3        7
## cell usage after synthesis, types with 7 or more instances
cell                       count
sky130_fd_sc_hd__a211oi_1      8
sky130_fd_sc_hd__a21oi_1      57
sky130_fd_sc_hd__and3_1       17
sky130_fd_sc_hd__and4_1       11
sky130_fd_sc_hd__buf_4        12
sky130_fd_sc_hd__clkbuf_1     32
sky130_fd_sc_hd__dfxtp_1      96
sky130_fd_sc_hd__dlxtn_1      21
sky130_fd_sc_hd__ha_1         21
sky130_fd_sc_hd__inv_1        27
sky130_fd_sc_hd__nand2_1      52
sky130_fd_sc_hd__nand3_1      36
sky130_fd_sc_hd__nand3b_1      7
sky130_fd_sc_hd__nand4_1      22
sky130_fd_sc_hd__nor2_1       68
sky130_fd_sc_hd__nor3_1       21
sky130_fd_sc_hd__nor4_1       14
sky130_fd_sc_hd__nor4b_1       9
sky130_fd_sc_hd__o21ai_0      27
sky130_fd_sc_hd__o31ai_1      20
sky130_fd_sc_hd__or3_1        23
sky130_fd_sc_hd__or4_1        19
sky130_fd_sc_hd__xnor2_1      16
sky130_fd_sc_hd__xor2_1       24
## worst max-delay path, cell delays in order
cell	delay, ns
sky130_fd_sc_hd__clkdlybuf4s50_1	0.62
sky130_fd_sc_hd__o2111ai_1	0.16
sky130_fd_sc_hd__nor3_1	0.29
sky130_fd_sc_hd__clkdlybuf4s50_1	0.51
## cell type report
class	instances	area (um^2)
fillers	2027	12790
multi-input cells	558	3488
flip-flops and latches	117	2237
repair buffers	38	360.3
well taps	265	331.6
clock buffers	10	229.0
inverters	28	105.1
clock inverters	6	43.79
## through the flow
step	std cells	hold WS, ns
2_1_floorplan	753	0.4297
3_3_place_gp	1006	0.4519
3_5_place_dp	1006	0.4604
4_1_cts	1022	0.4765
5_1_grt	1022	0.4989
6_report	1022	0.4696
## worst max path at each step
stage | startpoint | endpoint
CTS | SW1 | LEDR5
global route | dig1[4] | LEDR5
finish | SW1 | LEDR5
## routing by layer
layer  GRT usage, %  up-vias
met3          2.225        6
met2          21.13       64
met4          1.288        0
met1          20.28     2439
li1               -     2734
met5              0        -
Power figures rest on the tool's default switching activity, not on a simulated workload.
